[flow/design.v]
module ram_async #(
    parameter DATA_WIDTH = 32,
    parameter ADDR_WIDTH = 8
) (
    input logic clk,
    input logic rst,   
    input logic [DATA_WIDTH-1:0] wdata,
    input logic [ADDR_WIDTH-1:0] waddr,
    input logic wvalid,
    output logic [DATA_WIDTH-1:0] rdata,
    input  logic [ADDR_WIDTH-1:0] raddr
);
  logic [DATA_WIDTH-1:0] mem[2**ADDR_WIDTH];
  initial begin
    for (int i = 0; i < 2 ** ADDR_WIDTH; ++i) begin
      mem[i] = '0;
    end
  end
  assign rdata = mem[raddr];
  always_ff @(posedge clk) begin
    if (wvalid) begin
      mem[waddr] <= wdata;   
    end
  end
endmodule
[flow/run.sh]
#!/bin/bash
# OpenROAD 26Q1-2900-gdf79404cd8, Yosys 0.63+post, stock flow scripts
make -C /OpenROAD-flow-scripts/flow DESIGN_CONFIG=/design/flow/config.mk WORK_HOME=/design/flow/orfs finish
[flow/constraint.sdc]
current_design ram_async

set clk_period 52.5
set clk_io_pct 0.2

create_clock -name clk0 -period $clk_period [get_ports {clk}]

set non_clock_inputs [all_inputs -no_clocks]
set_input_delay [expr $clk_period * $clk_io_pct] -clock clk0 $non_clock_inputs
set_output_delay [expr $clk_period * $clk_io_pct] -clock clk0 [all_outputs]
[flow/config.mk]
export PLATFORM = sky130hd
export DESIGN_NAME = ram_async
export DESIGN_NICKNAME = ram_async
export VERILOG_FILES = /design/flow/design.v
export SDC_FILE = /design/flow/constraint.sdc
export NUM_CORES = 4
export LEC_CHECK = 1
export CORE_UTILIZATION = 40
export SYNTH_MEMORY_MAX_BITS = 65536
==> results.txt <==
Implementation numbers.

- The run finished with clean final reports.
- The final setup slack of the worst path reads 23.06 ns.
- The area growth from synthesis to layout reads 13.83%.
- Per the placement report, the placed cell count is 25000.
- The kind of critical path reads in -> out.
- The warning total across the stage logs reads 35.
- The register with the most flip-flops in the layout has 8192 of them.
- The critical-path cell with the highest stage delay reads nand4_1.
- The portion of the clock cycle consumed by the worst path in the final layout is between 50% and 60%.
- The post-CTS setup repair buffer count reads 0.
- The slew check shows that the tightest pin keeps a relative margin of 16.59%.
- At the pin with the least slew margin, the transition time is 1.248 ns.
- The average instance in the mapped netlist occupies 21.87 um^2.
- The logic area reads roughly 66000 um^2.
- The initial antenna violation count reads just over 70.
- The number of vias per cell after detailed routing is roughly 5.8.
- The post-route non-filler standard cell count reads 26600.
- The time the worst path needs with I/O delays and setup is 29.44 ns.
- The endpoint kind of the worst setup timing path reads a primary output.
- In the final routed layout, each cell accounts on average for 34.79 um.
- Per the post-place timing report, worst setup slack is approximately 23 ns.
- The prevailing post-synth register cell reads edfxtp_1.
- The maximum clock frequency is 33.97 MHz.
- The first detailed-routing pass ran for 8 iterations.
- The detailed router's first-iteration violation count is 10350.
- The total global routing overflow reads 0.
- The count of unresolved DRC violations after routing reads 0.
- Looking at the clock tree report, the root buffer type is clkbuf_16.
- The number of buffer and inverter instances along the worst setup path is 8.
- The yosys cell count reads around 14000.
- Hold timing on the final database bottoms out at a slack of 9.732 ns.
- The vertical die dimension reported for this design is between 800 and 900 um.
- The arrival time of the worst setup path reads 18.94 ns.
- The final antenna-violating net count reads 0.
- The largest single stage delay on the critical path is 1.02 ns.
- The number of flops mapped to enable cells by yosys reads between 8000 and 9000.
- The flip-flop and latch area is 246000 um^2.
- In the global route stage, overall resource usage came out at 25.79%.
- The clock sink count reads a little over 8000.
- CTS reports a maximum clock tree buffer depth of 4.
- The count of mapped cells out of synthesis is 14400.
- In the final report, the number of hold violations comes to 0.
- The registers reported with the highest flop counts are mem: 8192 flops.
- The chip area in the Yosys report is 315000 um^2.
- Hold repair after CTS inserted 0 buffers.
- The post-cts resize count reads 0.
- The share of cells above drive strength 1 reads 25.29%.
- In the CTS report, the clock slew at the register clock pins of the worst setup and hold paths is listed as around 0.06 ns.
- The number of global-route vias before repair is 165100.
- The number of buffers inserted by port buffering reads just over 80.
- The combined area of all synthesized cells is roughly 320000 um^2.
- Setup repair after global routing left no endpoint under its margin.
- The Yosys warning count is 1.
- In this run the count of I/O pins placed on the die edge is 83.
- Per the synthesis report, the number of distinct cell types is 61.
- The number of CTS-inserted buffers reads 796.
- The width of the chip reads 889.4 um.
- The number of maximum-capacitance constraint violations reads 0.
- The final tally of max-slew violations reads 0.
- The data required time at the worst endpoint reads ~42 ns.
- The register with the highest flop count reads mem.
- Per the detailed-route log, wirelength across all metal layers totals 925500 um.
- The total negative setup slack is 0 ns.
- Power spread over the standard cell area amounts to 37.26 nW/um^2.
- Counting the fill cells in the layout gives 64120.
- TritonCTS built the clock tree.
- The wire length of the first global-routing pass reads 1285000 um.
- The HPWL after detailed placement is ~560000 um.
- The final route contains between 150k and 200k vias.
- The worst IR drop on VDD reads 0.03820 mV.
- The area of the die reads 791100 um^2.
- The largest net degree at the start of global routing is 115.
- The portion of the post-synthesis area used by sequential elements is around four fifths.
- In this run the critical path is formed by buf_16 -> buf_4 -> buf_4 -> buf_4 -> buf_4 -> buf_4 -> buf_4 -> mux2i_1 -> o221ai_1 -> nor3_1 -> or4_1 -> a221oi_1 -> nand4_1 -> nor4b_2 -> clkdlybuf4s50_1.
- The classification of the worst-slack hold path is in -> reg.
- At the floorplan stage, the core utilization is reported as 40.18%.
- The static leakage reads 112.3 nW.
- The final weighted congestion of routability-driven global placement reads 0.9391.
- The family with the most delay on the worst path reads buffers and inverters.
- The H-tree was split into 6 levels.
- The report shows a maximum critical-path fanout of 42.
- The number of failing setup endpoints in the final timing report reads 0.
- The post-synthesis sequential element count is 8192.
- Per the OpenROAD floorplan log, the area of the core is 784000 um^2.
- The dominant cell type by count on the critical path reads buf_4.
- The share of async-settable or async-resettable flops after synthesis reads 0%.
- STA classifies the critical path startpoint as an input port.
- The number of placement rows is 325.
## layer usage
| layer | share of wire, % | vias to the layer above | GRT usage, % |
|---|---|---|---|
| met1 | 29 | 77630 | 27.48 |
| li1 | - | 63520 | - |
| met4 | 5.1 | 103 | 9.755 |
| met5 | 0.46 | - | 3.655 |
| met2 | 45 | 10630 | 36.05 |
| met3 | 21 | 1728 | 23.44 |
## Yosys cell counts, types with 99 or more instances
master    instances  share of area, %
edfxtp_1       8192                78
mux4_2         1534                11
mux2i_1        1234               3.9
clkbuf_1        387              0.46
nor2_1          383              0.46
o221ai_1        383               1.1
a21oi_1         313              0.50
o22ai_1         181              0.36
buf_2           180              0.29
nor3_1          139              0.22
a22oi_1         131              0.31
buf_4           108              0.26
buf_6           101              0.36
mux2_2           99              0.35
## report_power, final
| group | switching, W | internal [W] |
|---|---|---|
| Combinational | 0.000478 | 0.000224 |
| Sequential | 0.00000278 | 0.00721 |
| Clock | 0.00244 | 0.00301 |
| Total | 0.00292 | 0.0104 |
## path summary, 6_finish.rpt
check                    start         end  slack (ns)  depth (start not counted)
worst max-delay path  raddr[0]    rdata[5]       23.06                         15
worst min-delay path  wdata[8]  mem[88][8]        9.73                          1
## cells by family after synthesis
group / after synthesis / synth area share [%]
muxes: 2877 / 15.33
buffers and inverters: 904 / 1.687
and+or+nand+nor: 1008 / 1.626
DFF: 8192 / 78.09
AOI/OAI and AO/OA: 1422 / 3.272
## cells in the final DEF, fill, tap and decap left out, types with 96 or more instances in the layout
cell type,instances
mux2_2,99
nor2_4,261
nor3_1,135
o221ai_1,383
a22oi_1,131
buf_4,919
diode_2,137
a21oi_1,313
mux4_2,1534
a221oi_1,96
edfxtp_1,8192
o22ai_1,181
clkbuf_16,800
clkinv_2,149
clkinv_1,212
mux2i_1,1234
clkbuf_1,188
nor2_1,119
## through the flow
step	util (%)	power (W)	area (um^2)
after CTS	45.69	0.01344	358200
after global routing	45.71	0.01372	358400
after detailed placement	42.56	0.008052	333700
after global placement	42.56	0.008046	333700
after floorplan	-	0.007682	315000
final	45.74	0.01336	358600
## area by class of cell
| cell class | instances | share of cell area (%) |
|---|---|---|
| Timing Repair Buffer | 1013 | 2.282 |
| Clock inverter | 471 | 1.076 |
| Inverter | 27 | 0.03245 |
| Tap cell | 10460 | 3.651 |
| Multi-Input combinational cell | 5307 | 18.48 |
| Antenna cell | 137 | 0.09560 |
| Sequential cell | 8192 | 68.60 |
| Clock buffer | 988 | 5.780 |
Power is estimated from default activity; no workload was simulated.
